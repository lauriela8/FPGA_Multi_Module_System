File: design/flow/run.sh
#!/bin/bash
# OpenROAD 26Q1-2900-gdf79404cd8, Yosys 0.63+post, stock flow scripts
make -C /OpenROAD-flow-scripts/flow DESIGN_CONFIG=/design/flow/config.mk WORK_HOME=/design/flow/orfs finish
File: design/flow/config.mk
export PLATFORM = sky130hd
export DESIGN_NAME = dht11_controller
export DESIGN_NICKNAME = dht11_controller
export VERILOG_FILES = /design/flow/design.v
export SDC_FILE = /design/flow/constraint.sdc
export NUM_CORES = 4
export LEC_CHECK = 1
export CORE_UTILIZATION = 40
File: design/flow/design.v
`timescale 1ns / 1ps
module dht11_controller (
    input        clk,
    input        rst,
    input        start,
    output [7:0] rh_data,
    output [7:0] t_data,
    output       dht11_done,
    output       dht11_valid,   
    output [2:0] state_led,
    inout        dht11_io
);
    localparam IDLE = 0, START = 1, WAIT = 2, SYNCL = 3, SYNCH = 4, DATA_SYNC = 5,
                DATA_DETECT = 6, STOP = 7;
    wire w_tick, w_tick_1us;
    reg [2:0] c_state, n_state;
    reg [$clog2(1900) -1:0] t_cnt_reg, t_cnt_next;
    reg [$clog2(1900) -1:0] t_cnt_reg_1us, t_cnt_next_1us;
    reg [$clog2(1900) -1:0] check_cnt_reg, check_cnt_next;
    reg dht11_reg, dht11_next;
    reg io_en_reg, io_en_next;
    reg [39:0] data_reg, data_next;
    reg valid_reg, valid_next;
    reg dht11_done_reg, dht11_done_next;
    assign dht11_io = (io_en_reg) ? dht11_reg : 1'bz;
    assign state_led = c_state;
    assign dht11_done = dht11_done_reg;
    assign dht11_valid = valid_reg;
    assign rh_data = data_reg[39:32];
    assign t_data = data_reg[23:16];
    always @(posedge clk, posedge rst) begin
        if (rst) begin
            c_state <= 0;
            t_cnt_reg <= 0;
            t_cnt_reg_1us <= 0;
            dht11_reg <= 1;   
            io_en_reg <= 1;   
            data_reg <= 0;
            valid_reg <= 0;
            dht11_done_reg <= 0;
            check_cnt_reg <= 0;
        end else begin
            c_state <= n_state;
            t_cnt_reg <= t_cnt_next;
            dht11_reg <= dht11_next;
            io_en_reg <= io_en_next;
            data_reg <= data_next;
            valid_reg <= valid_next;
            dht11_done_reg <= dht11_done_next;
            t_cnt_reg_1us <= t_cnt_next_1us;
            check_cnt_reg <= check_cnt_next;
        end
    end
    always @(*) begin
        n_state = c_state;
        t_cnt_next = t_cnt_reg;
        t_cnt_next_1us = t_cnt_reg_1us;
        dht11_next = dht11_reg;
        io_en_next = io_en_reg;
        data_next = data_reg;
        valid_next = valid_reg;
        dht11_done_next = dht11_done_reg;
        check_cnt_next = check_cnt_reg;
        case (c_state)
            IDLE: begin
                dht11_done_next = 0;
                dht11_next = 1;
                io_en_next = 1;
                if (start) begin
                    n_state = START;
                end
            end
            START: begin
                if (w_tick) begin
                    dht11_next = 0;
                    if (t_cnt_reg == 1900) begin
                        n_state = WAIT;
                        t_cnt_next = 0;
                    end else begin
                        t_cnt_next = t_cnt_reg + 1;
                    end
                end
            end
            WAIT: begin
                dht11_next = 1;
                if (w_tick) begin
                    if (t_cnt_reg == 2) begin
                        n_state = SYNCL;
                        t_cnt_next = 0;
                        io_en_next = 0;
                    end else begin
                        t_cnt_next = t_cnt_reg + 1;
                    end
                end
            end
            SYNCL: begin
                if (w_tick) begin
                    if (dht11_io) begin
                        n_state = SYNCH;
                    end
                end
            end
            SYNCH: begin
                if (w_tick) begin
                    if (!dht11_io) begin
                        n_state = DATA_SYNC;
                    end
                end
            end
            DATA_SYNC: begin
                if (t_cnt_reg == 40) begin
                    n_state = STOP;
                    t_cnt_next = 0;
                end else if (w_tick) begin
                    if (dht11_io) begin
                        n_state = DATA_DETECT;
                    end
                end
            end
            DATA_DETECT: begin
                if (w_tick_1us) begin
                    if (dht11_io) begin
                        t_cnt_next_1us = t_cnt_reg_1us + 1;
                    end else begin
                        if (t_cnt_reg_1us >= 40) begin
                            data_next = {data_reg[38:0], 1'b1};
                            t_cnt_next_1us = 0;
                            t_cnt_next = t_cnt_reg + 1;
                            if (t_cnt_reg == 39) n_state = STOP;
                            else n_state = DATA_SYNC;
                            t_cnt_next = t_cnt_reg + 1;
                        end else begin
                            data_next = {data_reg[38:0], 1'b0};
                            t_cnt_next_1us = 0;
                            t_cnt_next = t_cnt_reg + 1;
                            if (t_cnt_reg == 39) n_state = STOP;
                            else n_state = DATA_SYNC;
                        end
                    end
                end
            end
            STOP: begin
                if (w_tick_1us) begin
                    if (t_cnt_reg_1us == 49) begin
                        n_state = IDLE;
                        dht11_done_next = 1;
                        t_cnt_next = 0;
                        t_cnt_next_1us = 0;
                        if (data_reg[7:0] == (data_reg[15:8] + data_reg[23:16] + data_reg[31:24]
                         + data_reg[39:32])) begin
                            valid_next = 1;
                        end else valid_next = 0;
                    end else begin
                        t_cnt_next_1us = t_cnt_reg_1us + 1;
                    end
                end
            end
        endcase
    end
    tick_gen_10us U_TICK (
        .clk(clk),
        .rst(rst),
        .o_tick(w_tick)
    );
    tick_gen_1us U_TICK_1US (
        .clk(clk),
        .rst(rst),
        .o_tick(w_tick_1us)
    );
endmodule
module tick_gen_10us (
    input clk,
    input rst,
    output reg o_tick
);
    localparam F_CNT = 1000;
    reg [$clog2(F_CNT)-1:0] counter_reg;
    always @(posedge clk, posedge rst) begin
        if (rst) begin
            counter_reg <= 0;
        end else begin
            if (counter_reg >= F_CNT - 1) begin
                counter_reg <= 0;
                o_tick <= 1;
            end else begin
                counter_reg <= counter_reg + 1;
                o_tick <= 0;
            end
        end
    end
endmodule
module tick_gen_1us (
    input clk,
    input rst,
    output reg o_tick
);
    localparam F_CNT = 100;
    reg [$clog2(F_CNT)-1:0] counter_reg;
    always @(posedge clk, posedge rst) begin
        if (rst) begin
            counter_reg <= 0;
        end else begin
            if (counter_reg >= F_CNT - 1) begin
                counter_reg <= 0;
                o_tick <= 1;
            end else begin
                counter_reg <= counter_reg + 1;
                o_tick <= 0;
            end
        end
    end
endmodule
File: design/flow/constraint.sdc
current_design dht11_controller

set clk_period 6.9
set clk_io_pct 0.2

create_clock -name clk0 -period $clk_period [get_ports {clk}]

set non_clock_inputs [all_inputs -no_clocks]
set_input_delay [expr $clk_period * $clk_io_pct] -clock clk0 $non_clock_inputs
set_output_delay [expr $clk_period * $clk_io_pct] -clock clk0 [all_outputs]
==> Changelog: implementation <==
### Physical design

* Status: stopped before the end
* Last stage: 4_1_cts
* Run Error: [error] [KeplerFormal.cpp:679] Workflow failed: Iso has multiple drivers: .dht11_io0, dht11_io$_DFFE_PP1P_.Q0
* Count of library flops with an enable pin at 2
* DP Cell Count at approximately 590
* Yosys chip area at roughly 4800 sq um
* Most numerous cell in the Yosys netlist: dfrtp_1
* Clock Sink Count at just under 90
* Syn avg cell area at between 10 and 15 sq um
* Post-CTS setup buffer count at 0
* Cts hold-fix bufs at 0
* Synth Seq Share at about 45%
* PostCTS Resize Cnt at 0
* Port-buffer cells at 23
* Post-DP HPWL at around 5700 um
* Post-synth top cells: dfrtp_1 (84), nor2_1 (37), mux2_2 (35)
* Ys flops at between 80 and 90
* Ys async rst share at a little over nine tenths
* Yosys warning tally at 4
* Post-Syn Area at a little under 5000 sq um
* Root buf cell: clkbuf_16
* Synth area leader: dfrtp_1
* XOR Share, Synth at 6.32%
* Die width at 112 um
* Top-Level Pins at 25
* Mapped Cells at approximately 450
* Aoi share at around a tenth
* MUX share of area at 8.13%
* GP Congestion at roughly 0.84
* Die H at about 110 um
* Number of cells in Yosys stat at 452
* Max Root-Sink Buffers at 2
* Dominant combinational family: simple AND/OR/NAND/NOR gates
* Tally of unique sky130hd cells used after synthesis at 53
* Adder share at between 9 and 10%
* Biggest area cells: dfrtp_1 (43%), mux2_2 (8.1%), fa_1 (5.8%), ha_1 (3.9%), xnor2_1 (3.4%)
* Simple-gate area share of the yosys netlist at 15.0%
* Total CTS buffers at 9
* Post-synth top flop: dfrtp_1
* Pre-Place Util at between 40% and 50%
* Row count at 39
* Area leader share at ~43%
* Max H-tree Level at 3
==> metrics by stage <==
step	cell area [sq um]	setup WS (ps)
after detailed placement	5100	3660
after global placement	5100	3710
after floorplan	4850	3270
==> cells by family after synthesis <==
kind of cell	count (synthesis)
flip-flops	87
AND/OR/NAND/NOR	138
adder cells (fa/ha/maj)	29
XOR/XNOR	35
AND-OR/OR-AND	78
buffers and inverters	50
multiplexers	35
