==> ./config.mk <==
export PLATFORM = sky130hd
export DESIGN_NAME = stopwatch_dp
export DESIGN_NICKNAME = stopwatch_dp
export VERILOG_FILES = /design/flow/design.v
export SDC_FILE = /design/flow/constraint.sdc
export NUM_CORES = 4
export LEC_CHECK = 1
export CORE_UTILIZATION = 40
==> ./constraint.sdc <==
current_design stopwatch_dp

set clk_period 3.0
set clk_io_pct 0.2

create_clock -name clk0 -period $clk_period [get_ports {clk}]

set non_clock_inputs [all_inputs -no_clocks]
set_input_delay [expr $clk_period * $clk_io_pct] -clock clk0 $non_clock_inputs
set_output_delay [expr $clk_period * $clk_io_pct] -clock clk0 [all_outputs]
==> ./design.v <==
`timescale 1ns / 1ps
module stopwatch_dp (
    input        clk,
    input        rst,
    input        run_stop,
    input        clear,
    input        count_down,
    output [6:0] msec,
    output [5:0] sec,
    output [5:0] min,
    output [4:0] hour
);
    wire w_tick_100hz, w_sec_tick, w_min_tick, w_tick_down;
    wire run_clk, cd_clk, w_count_down_stop;
    assign run_clk = clk & run_stop;
    assign cd_clk  = clk & count_down;
    time_counter #(
        .BIT_WIDTH (7),
        .TICK_COUNT(100),
        .FIRST_TIME(0)
    ) U_MSEC (
        .clk(clk),
        .rst(rst | clear),
        .count_down(count_down),
        .i_count_down_stop(w_count_down_stop),
        .i_tick(w_tick_100hz | w_tick_down),
        .o_time(msec),
        .o_tick(w_sec_tick)
    );
    time_counter_down_sec #(
        .BIT_WIDTH (6),
        .TICK_COUNT(60),
        .FIRST_TIME(0)
    ) U_SEC (
        .clk(clk),
        .rst(rst | clear),
        .count_down(count_down),
        .i_tick(w_sec_tick),
        .o_time(sec),
        .o_tick(w_min_tick),
        .o_count_down_stop(w_count_down_stop)
    );
    time_counter #(
        .BIT_WIDTH (6),
        .TICK_COUNT(60),
        .FIRST_TIME(0)
    ) U_MIN (
        .clk(clk),
        .rst(rst | clear),
        .count_down(count_down),
        .i_count_down_stop(w_count_down_stop),
        .i_tick(w_min_tick),
        .o_time(min),
        .o_tick(w_hour_tick)
    );
    time_counter #(
        .BIT_WIDTH (5),
        .TICK_COUNT(24),
        .FIRST_TIME(0)
    ) U_HOUR (
        .clk(clk),
        .rst(rst | clear),
        .count_down(count_down),
        .i_count_down_stop(w_count_down_stop),
        .i_tick(w_hour_tick),
        .o_time(hour),
        .o_tick()
    );
    tick_gen_100hz U_Tick_100hz (
        .clk(run_clk),
        .cd_clk(cd_clk),
        .rst(rst | clear),
        .o_tick_100(w_tick_100hz),
        .o_tick_down(w_tick_down)
    );
endmodule
module time_counter #(
    parameter BIT_WIDTH = 7,
    TICK_COUNT = 100,
    FIRST_TIME = 0
) (
    input                  clk,
    input                  rst,
    input                  i_tick,
    input                  count_down,
    input                  i_count_down_stop,
    output [BIT_WIDTH-1:0] o_time,
    output                 o_tick
);
    reg [$clog2(TICK_COUNT)-1:0] count_reg = FIRST_TIME, count_next;
    reg o_tick_reg, o_tick_next;
    assign o_time = count_reg;
    assign o_tick = o_tick_reg;
    always @(posedge clk, posedge rst) begin
        if (rst) begin
            count_reg  <= FIRST_TIME;
            o_tick_reg <= 0;
        end else begin
            count_reg  <= count_next;
            o_tick_reg <= o_tick_next;
        end
    end
    always @(*) begin
        count_next  = count_reg;
        o_tick_next = 1'b0;
        if (!count_down) begin
            if (i_tick == 1'b1) begin
                if (count_reg == (TICK_COUNT - 1)) begin
                    count_next  = 0;
                    o_tick_next = 1'b1;
                end else begin
                    count_next  = count_reg + 1;
                    o_tick_next = 1'b0;
                end
            end
        end else begin
            if (i_tick == 1'b1) begin
                if (count_reg == 0) begin
                    if (i_count_down_stop) begin
                        count_next  = 0;
                        o_tick_next = 1'b0;
                    end else begin
                        count_next  = 99;
                        o_tick_next = 1'b1;
                    end
                end else begin
                    count_next = count_reg - 1;
                    o_tick_next = 1'b0;
                end
            end
        end
    end
endmodule
module time_counter_down_sec #(
    parameter BIT_WIDTH = 7,
    TICK_COUNT = 100,
    FIRST_TIME = 0
) (
    input                  clk,
    input                  rst,
    input                  i_tick,
    input                  count_down,
    output [BIT_WIDTH-1:0] o_time,
    output                 o_tick,
    output                 o_count_down_stop
);
    reg [$clog2(TICK_COUNT)-1:0] count_reg = FIRST_TIME, count_next;
    reg o_tick_reg, o_tick_next, o_count_down_stop_reg, o_count_down_stop_next;
    assign o_time = count_reg;
    assign o_tick = o_tick_reg;
    assign o_count_down_stop = (count_down & !count_reg) ? 1 : 0;
    always @(posedge clk, posedge rst) begin
        if (rst) begin
            count_reg <= FIRST_TIME;
            o_tick_reg <= 0;
        end else begin
            count_reg <= count_next;
            o_tick_reg <= o_tick_next;
        end
    end
    always @(*) begin
        count_next = count_reg;
        o_tick_next = 1'b0;
        if (!count_down) begin
            if (i_tick == 1'b1) begin
                if (count_reg == (TICK_COUNT - 1)) begin
                    count_next  = 0;
                    o_tick_next = 1'b1;
                end else begin
                    count_next  = count_reg + 1;
                    o_tick_next = 1'b0;
                end
            end
        end else begin
            if (i_tick == 1'b1) begin
                if (!count_reg) begin
                    count_next = 0;
                    o_tick_next = 1'b1;
                end else begin
                    count_next  = count_reg - 1;
                    o_tick_next = 1'b0;
                end
            end
        end
    end
endmodule
module tick_gen_100hz (
    input      clk,
    input      cd_clk,
    input      rst,
    output reg o_tick_100,
    output reg o_tick_down
);
    parameter FCOUNT = 1_000_000;   
    reg [$clog2(FCOUNT)-1:0] r_counter, r_d_counter;
    always @(posedge clk, posedge rst) begin
        if (rst) begin
            r_counter  <= 0;
            o_tick_100 <= 0;
        end else begin
            if (r_counter == FCOUNT - 1) begin
                o_tick_100 <= 1'b1; 
                r_counter <= 0;
            end else begin
                o_tick_100 <= 1'b0;
                r_counter  <= r_counter + 1;
            end
        end
    end
    always @(posedge cd_clk, posedge rst) begin
        if (rst) begin
            r_d_counter <= 0;
            o_tick_down <= 0;
        end else begin
            if (r_d_counter == FCOUNT - 1) begin
                o_tick_down <= 1'b1; 
                r_d_counter <= 0;
            end else begin
                o_tick_down <= 1'b0;
                r_d_counter <= r_d_counter + 1;
            end
        end
    end
endmodule
==> ./run.sh <==
#!/bin/bash
# OpenROAD 26Q1-2900-gdf79404cd8, Yosys 0.63+post, stock flow scripts
make -C /OpenROAD-flow-scripts/flow DESIGN_CONFIG=/design/flow/config.mk WORK_HOME=/design/flow/orfs finish
==> notes.md <==
Synthesis and place-and-route results.

- The proportion of synthesized flip-flops having asynchronous set or reset is 100%.
- For reference, the placement row count at floorplan is 36.
- The I/O pin count is 29.
- For the pin with the worst max-slew slack, the measured transition is 0.864 ns.
- The timing report gives the clock slew at the launch and capture registers of the worst setup and hold paths as 0.10 ns.
- The detailed router placed 3545 vias in this run.
- The commonest cells after synthesis are dfrtp_1, nor2_1, o21ai_0, nand2_1, nand3_1.
- The detailed-router iteration count before antenna repair is 5.
- For this run, the number of Yosys warnings is 6.
- The setup slack on the worst flop-to-flop path is 0.77 ns.
- Counting cells, the worst reg-to-reg path comes to 6.
- The die height is 103 um.
- The final setup skew is 0.0135 ns.
- The internal power summed over all cells is 1.09 mW.
- The post-synthesis share of cell area spent on and-or and or-and gates is 16.2%.
- The end-of-flow timing check tallies setup violations at 0.
- The switching component of the power was reported as 0.360 mW.
- The synthesized netlist was found by Yosys to have 445 cells.
- The via density per instance is 5.80.
- The number of buffers added on ports is 28.
- In this run the tools logged warnings totalling 31.
- The number of hold buffers added after CTS was 3.
- Summed over all routing layers, the global router reports a total usage of 18.1%.
- The worst hold path passes through 3 cells.
- The OpenROAD report gives the critical path a required time of 2.40 ns.
- The final clock period utilization by the worst path is 78.0%.
- The post-route core utilization is 48.4%.
- The number of filler cells placed in the layout is 921.
- The finished layout holds 611 standard cells, fillers aside.
- The number of synthesized flops with an enable pin is 0.
- Once placement completed, the tool counted placed cells totaling 590.
- The critical path data arrival time is 1.74 ns.
- For this run, design rule violations remaining after detail routing come to 0.
- Per the run summary, max-cap violations total 0.
- The area of the die is 10600 um2.
- The main area contributors are dfrtp_1, ha_1, o21ai_0.
- STA classifies the critical path startpoint as a flip-flop.
- The run finished with clean final reports.
- The largest single stage delay on the critical path is 0.60 ns.
- The cell family contributing the most delay on the critical path is flip-flops.
- The type of the worst min-delay path is primary input to clock gate.
- The power after layout is 1.45 mW.
- Per the summary, power density relative to cell area is 306 nW/um2.
- Entering global routing, the biggest net connects 70 pins.
- The post-placement setup slack is 0.735 ns.
- The slew check shows that the tightest pin keeps a relative margin of 42.0%.
- The core box area is 9820 um2.
- Across the VDD grid, the largest voltage drop is 0.000180 V.
- The critical path goes through clkdlybuf4s50_1.
- The net switching fraction of the power is 24.8%.
- The first global-routing pass estimated 15100 um of wire.
- Per the run report, area growth between synthesis and finish was 16.4%.
- The flip-flop and latch count after synthesis is 69.
- Timing would allow up to 428 MHz.
- The proportion of layout cells with a drive suffix above 1 is 6.49%.
- The most frequent cell after synthesis is dfrtp_1.
- The number of nets with antenna violations after routing is 0.
- The count of antenna diodes in the layout is 0.
- The die span in x is 103 um.
- The final hold violation count recorded for this run is 0.
- The clock period minus final worst setup slack is 2.34 ns.
- Final hold analysis gives a worst-case slack of 0.0977 ns.
- Looking at the power breakdown, the clock network takes 44.4% of the total.
- The fraction of the yosys area taken by sequential cells is 42.3%.
- Once the clock tree was built, the resizer swapped 0 gates to a different size.
- The tally of unique sky130hd cells used after synthesis is 61.
- The total setup buffers inserted after CTS is 0.
- Per the log, the first TritonRoute iteration ended with a DRC count of 134.
- The cell-mix breakdown from Yosys lists the XOR/XNOR area share as 5.79%.
- The portion of netlist area occupied by mux cells is 2.97%.
- For this configuration, the core starts out at a cell density of 41.6%.
- The dominant non-sequential cell family after synthesis is simple AND/OR/NAND/NOR gates.
- In this run, flip-flops and latches consume 46.9% of the power.
- Per the post-run analysis, buffers plus inverters along the critical path come to 1.
- The report shows a maximum critical-path fanout of 13.
- The average size of a mapped cell is 9.17 um2.
- The area taken by flip-flops and latches is 1730 um2.
- The cell depth of the worst setup path is 1.
- Once layout is done, the placed cells without fillers occupy 4750 um2.
- The share of synthesized cell area in and, or, nand and nor gates is 25.6%.
- Setup repair after global routing left no endpoint under its margin.
- The slowest library cell on the worst path is dfrtp_1.
- The worst setup path is of the flip-flop to output pin kind.
- The combinational gate area is 2220 um2.
- Per the synthesis report, the adder-cell share of the synthesized area is 3.68%.
- Per the OpenROAD power report, leakage power amounts to 1.96 nW.
- The initial antenna violation count is 0.
- The total congestion overflow is 0.
- For the worst-skew pair, the clock arrives at the later sink with an insertion delay of 0.61 ns.
- Per the detail_route report, routed wire per instance is 14.6 um.
- The routing usage on met1 is 28.4%.
- The routing layer with the top usage in global route is met1.
- The global placer's final weighted congestion is 0.849.
- The fraction of post-synthesis cell area in the top cell type by area is 42.3%.
- Once routing completed, OpenROAD measured the worst setup slack at 0.661 ns.
- The wire length recorded after detailed routing is 8940 um.
- The synthesized design spends more area on one cell type than any other, namely dfrtp_1.
- The HPWL reported at the end of detailed placement is 5760 um.
- The area of placed instances is 4500 um2.
- The primary flip-flop cell chosen by synthesis mapping is dfrtp_1.
- The setup TNS is 0 ns.
- The global-route met2 utilization is 27.7%.
- The number of pins with negative max-slew slack in the final report is 0.
- The cell area after synthesis is 4080 um2.
- The area figure in the yosys stat output is 4080 um2.
- The number of standard cells after synthesis is 445.
- The via count of the first global-routing pass is 3227.
- The critical path capture point type is an output pin.
- Combinational cells account for 8.6% of the total power.
- The CTS tree is yes.
- Global routing used 2.41% of the available met3 tracks.
==> worst paths after layout <==
check,from,endpoint
min in group clk0,U_Tick_100hz.r_counter[18]$_DFF_PP0_,U_Tick_100hz.r_counter[18]$_DFF_PP0_
worst min register to register,U_Tick_100hz.r_counter[18]$_DFF_PP0_,U_Tick_100hz.r_counter[18]$_DFF_PP0_
max in group gated,run_stop,clock gate
max in group asynchronous,clear,U_MIN.count_reg[3]$_DFFE_PP0P_
worst max-delay path,U_MSEC.count_reg[5]$_DFFE_PP0P_,msec[5]
worst max register to register,U_MSEC.count_reg[0]$_DFFE_PP0P_,U_MSEC.count_reg[6]$_DFFE_PP0P_
min in group asynchronous,rst,U_Tick_100hz.r_d_counter[8]$_DFF_PP0_
worst min-delay path,count_down,clock gate
==> kinds of logic after synthesis <==
family | after synthesis
buf+inv | 36
fa+ha+maj | 12
xor+xnor | 27
mux | 12
simple gates | 190
compound gates | 99
flops | 69
==> cell usage in the layout (no fill, tap or decap), drive strengths merged, types with 3 or more instances in the layout <==
cell type       n
o2bb2ai         5
a21oi          17
o221ai          5
dfrtp          69
o22ai           5
nor2           36
nor4            7
nor3           15
nor2b           7
nand3          28
a2bb2oi         3
clkbuf         17
nor3b           3
xnor2          15
o21ai          28
a21boi          3
nand2b          7
mux2i          11
nor4b           3
ha             12
or4             3
buf             4
and2            3
inv            15
a31oi           4
xor2           12
dlygate4sd3     3
nand2          27
and3            7
a22o            5
o211ai          5
or3             9
nand4          22
and4            5
clkdlybuf4s50  28
==> layer usage <==
layer,vias up,wire length (um)
li1,1718,-
met1,1707,4220
met2,107,4170
met3,13,438
met4,0,119
met5,-,0
==> final cells by class <==
type,count,area share [%]
multi-input combinational,340,46.8
timing repair buffer,35,7.43
sequential,69,36.4
tap,133,3.50
clock buffer,17,4.50
clock inverter,1,0.158
inverter,16,1.26
==> power by group through the flow <==
stage     Clock (mW)  Combinational, mW  Sequential [mW]
5_1_grt        0.696              0.143            0.683
4_1_cts        0.673              0.127            0.681
6_report       0.645              0.125            0.681
No activity file was given, so power comes from the tool's default toggle rates.
